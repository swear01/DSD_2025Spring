==> ./design.v <==
module alu_assign(
    ctrl,
    x,
    y,
    carry,
    out  
);
    input       [3:0]   ctrl;
    input       [7:0]   x;
    input       [7:0]   y;
    output wire         carry;
    output wire [7:0]   out;
assign out =    ctrl == 4'b0000 ? x + y :
                ctrl == 4'b0001 ? x - y :
                ctrl == 4'b0010 ? x & y :
                ctrl == 4'b0011 ? x | y :
                ctrl == 4'b0100 ? ~x :
                ctrl == 4'b0101 ? x ^ y :
                ctrl == 4'b0110 ? ~(x | y) :
                ctrl == 4'b0111 ? y << x[2:0] :
                ctrl == 4'b1000 ? y >> x[2:0] :
                ctrl == 4'b1001 ? {x[7], x[7:1]} :
                ctrl == 4'b1010 ? {x[6:0], x[7]} :
                ctrl == 4'b1011 ? {x[0], x[7:1]} :
                ctrl == 4'b1100 ? (x == y) :
                ctrl == 4'b1101 ? 8'b0 :
                ctrl == 4'b1110 ? 8'b0 :
                8'b0 ;  
assign carry = (ctrl == 4'b0000 || ctrl == 4'b0001) ?
                ( {1'b0,x} + {1'b0,y} ) >> 8 :
                1'b0 ;
endmodule
module register_file(
    Clk  ,
    WEN  ,
    RW   ,
    busW ,
    RX   ,
    RY   ,
    busX ,
    busY
);
input        Clk, WEN;
input  [2:0] RW, RX, RY;
input  [7:0] busW;
output [7:0] busX, busY;
reg [7:0] regfile [7:0] ;
reg [7:0] regfile_next [7:0];
reg already_rst = 1'b0 ;
integer i;
assign busX = regfile[RX];
assign busY = regfile[RY];
always @(*) begin
    if (regfile[1][0] != 1'b0 && regfile[1][0] != 1'b1) begin
        for (i = 0; i < 8; i = i + 1) begin
            regfile_next[i] = 8'b0 ;
        end
    end
    else begin
        for (i = 1; i < 8; i = i + 1) begin
            regfile_next[i] = regfile[i];
        end
        if (WEN && RW != 3'b0) begin
            regfile_next[RW] = busW;
        end 
    end
end
always @(posedge Clk) begin
    regfile[0] <= 8'b0 ;
    if (!already_rst ) begin
        already_rst <=  1'b1;
        for (i = 1; i < 8; i = i + 1) begin
            regfile[i] <= 8'b0 ;
        end
    end
    else begin
        for (i = 1; i < 8; i = i + 1) begin
            regfile[i] <= regfile_next[i];
        end
    end
end
endmodule
module simple_calculator(
    Clk,
    WEN,
    RW,
    RX,
    RY,
    DataIn,
    Sel,
    Ctrl,
    busY,
    Carry
);
    input        Clk;
    input        WEN;
    input  [2:0] RW, RX, RY;
    input  [7:0] DataIn;
    input        Sel;
    input  [3:0] Ctrl;
    output [7:0] busY;
    output       Carry;
wire [7:0] busX;
wire [7:0] busW;
wire [7:0] mux_out ;
assign mux_out = Sel ? busX : DataIn;  
register_file regfile(
    .Clk(Clk),
    .WEN(WEN),
    .RW(RW),
    .RX(RX),
    .RY(RY),
    .busW(busW),
    .busX(busX),
    .busY(busY)
);
alu_assign alu(
    .ctrl(Ctrl),
    .x(mux_out),
    .y(busY),
    .carry(Carry),
    .out(busW)
);    
endmodule
==> ./run.sh <==
#!/bin/bash
# OpenROAD 26Q1-2900-gdf79404cd8, Yosys 0.63+post, stock flow scripts
make -C /OpenROAD-flow-scripts/flow DESIGN_CONFIG=/design/flow/config.mk WORK_HOME=/design/flow/orfs finish
==> ./config.mk <==
export PLATFORM = sky130hd
export DESIGN_NAME = simple_calculator
export DESIGN_NICKNAME = simple_calculator
export VERILOG_FILES = /design/flow/design.v
export SDC_FILE = /design/flow/constraint.sdc
export NUM_CORES = 4
export LEC_CHECK = 1
export CORE_UTILIZATION = 50
==> ./constraint.sdc <==
current_design simple_calculator

set clk_period 10.6
set clk_io_pct 0.2

create_clock -name clk0 -period $clk_period [get_ports {Clk}]

set non_clock_inputs [all_inputs -no_clocks]
set_input_delay [expr $clk_period * $clk_io_pct] -clock clk0 $non_clock_inputs
set_output_delay [expr $clk_period * $clk_io_pct] -clock clk0 [all_outputs]
==> results.ini <==
[grt]
grt_start_max_net_pins=67
grt_overflow=0
grt_pass1_wl_um=29500
antenna_found_initial=0
grt_usage_pct=35.5
grt_pass1_vias=5372

[timing]
clock_skew_ns=0.00771
worst_pin_slew_ns=0.942
max_slew_margin_pct=37.1
finalSetupViolations=0
grt_setup_unrepaired=no
timing.final.hold_violations=0
setup-tns-final_ns=0
period_minus_slack_ns=8.63
slew_violations=0
finalCritPeriodShare_pct=81.4
setup_slack_ns=1.97
fmax_mhz=116

[yosys]
synth_cell_types=79
synth.avg_cell_area_um2=7.80
syn_inst=685
top_area_share_pct=21.4
ys_cells=685
synth-seq-cells=57
async_flop_share_pct=0
ys_seq_share_pct=21.4
ys_chip_area_um2=5340
synth-main-ff-cell=dfxtp_1
synth-edff-count=0
topCellsByArea=dfxtp_1 (21%), nand3_1 (7.1%), ha_1 (5.6%), mux2i_1 (5.6%), o31ai_1 (4.8%)
yosysWarnings=3
synthesis.area_um2=5340
yosys.area.top_type=dfxtp_1

[clock_network]
cts_tree=built
htree_levels=3
clockBufferDepth=2
cts_setup_buffers=0
hold_buffers=0
clock-sinks=57
numCtsBuffers=9
cts-resized-gates=0
path_clk_slew_ns=0.06
clkLatencyLatePin_ns=0.34
root_buffer=clkbuf_8

[detailed_routing]
vias=5649
firstDrtPassIters=8
detail-route-antenna-nets=0
drt-vias-per-instance=6.78
wl_per_cell_um=22.4
n_antenna_cell=0
postRouteWirelength_um=18700
drc=0
drt-initial-drc-count=631

[layout]
area_growth_pct=9.72
fillers=959
layout-drive-gt1-share_pct=9.47
stdcell_count=833

[critical_path]
cp-start-kind=primary input
cp_max_fo=21
crit_top_cell=a21oi_1
crit_required_ns=8.48
endpoint_kind=primary output
cp_data_arrival_time_ns=6.51
crit_type=in2out
max_stage_delay_ns=0.94
worstPathCellList=clkdlybuf4s50_1, nand2b_1, o22ai_2, o21a_4, nor2_2, inv_2, ha_1, fa_1, a21oi_1, o31ai_1, a21oi_1, o21bai_1, a21oi_1, nor2_1, clkdlybuf4s50_1
slowest_stage=clkdlybuf4s50_1

[place]
place.gp.congestion=1.06
place_inst=817
port_buffers=32
dp_hpwl_um=14100
place_ws_ns=2.10

[flow_run]
drv_cap=0
tool_warnings=42

[floorplan]
core_area_um2=10300
die_x_um=105
fp-utilization_pct=51.8
rows=37
io_pins=33
dieArea_um2=11100
die_h_um=105

[status]
status=finished clean

[power]
power.density_nw_per_um2=106
vdd_ir_drop_max_mv=0.102
leakage_nw=2.14

[worst_hold_path]
hold_class=reg2reg

[cells by family after synthesis]
| family | Yosys count | synth area share (%) |
|---|---|---|
| buf+inv | 76 | 6.81 |
| compound gates | 243 | 32.2 |
| xor+xnor | 3 | 0.492 |
| simple gates | 229 | 21.8 |
| other cells | 1 | 0.0702 |
| fa+ha+maj | 26 | 6.37 |
| mux | 50 | 10.9 |
| flops | 57 | 21.4 |
[layout make-up]
type,count,area [um^2],area share (%)
Tap cell,136,170,2.90
Clock inverter,2,35.0,0.598
Inverter,31,116,1.98
Multi-Input combinational cell,552,3840,65.5
Sequential cell,57,1140,19.5
Clock buffer,14,173,2.94
Timing Repair Buffer,41,388,6.62
[synth_stat cells, types with 24 or more instances]
cell type	instances
ha_1	24
nor2_1	35
nand2_1	46
o31ai_1	34
nand3_1	76
mux2i_1	30
inv_1	27
dfxtp_1	57
clkbuf_1	25
a21oi_1	41
o21ai_0	50
[state kept, by name (all words and copies together), names as in the netlist]
name	cells
regfile.already_rst	1
regfile.regfile	56
[layout by cell type, fill, tap and decap left out, types with 24 or more instances in the layout]
cell type / n
clkdlybuf4s50_1: 32
nor2_1: 35
mux2i_1: 30
inv_1: 27
o21ai_0: 50
ha_1: 24
o31ai_1: 34
a21oi_1: 41
nand3_1: 76
nand2_1: 46
dfxtp_1: 56
[report_power, final]
part           switching, W  total (W)  internal [W]
Combinational      0.000120   0.000186     0.0000661
Clock             0.0000840   0.000212      0.000128
Sequential       0.00000426   0.000223      0.000219
[worst paths after layout]
kind / end / startpoint / slack, ns / cells after the start
hold reg to reg: regfile.regfile[5][4] / regfile.regfile[5][4] / 0.48 / 2
hold / removal: regfile.regfile[5][4] / regfile.regfile[5][4] / 0.48 / 2
setup / recovery: Carry / RX[2] / 1.97 / 15
setup reg to reg: regfile.regfile[3][6] / regfile.regfile[3][0] / 6.27 / 14
[layer usage]
metal  part of all wire, %  track usage [%]  vias up
met5                     0                0        -
met4                   2.9             8.75        0
met3                    10             11.9       50
met2                    41             49.6      292
met1                    46             53.1     2662
li1                      -                -     2645
[stage by stage]
step / total power, W / hold slack [ns] / utilization [%] / instance area, um^2
global route: 0.000647 / 0.518 / 56.8 / 5860
floorplan: 0.000353 / 0.452 / - / 5340
detailed placement: 0.000408 / 0.474 / 54.8 / 5660
finish: 0.000621 / 0.482 / 56.8 / 5860
CTS: 0.000617 / 0.484 / 56.8 / 5860
global placement: 0.000407 / 0.471 / 54.8 / 5660
[critical path: cells and delay by family]
family,cells,cell delay [ns]
adders and majority gates,2,0.69
buffers and inverters,3,1.54
AOI/OAI and AO/OA,7,1.23
and+or+nand+nor,3,0.91
Power is estimated from default activity; no workload was simulated.
