<file path="design/flow/config.mk">
export PLATFORM = sky130hd
export DESIGN_NAME = alu_always
export DESIGN_NICKNAME = alu_always
export VERILOG_FILES = /design/flow/design.v
export SDC_FILE = /design/flow/constraint.sdc
export NUM_CORES = 4
export LEC_CHECK = 1
export CORE_AREA = 10 10 110 110
export DIE_AREA = 0 0 120 120
</file>
<file path="design/flow/constraint.sdc">
current_design alu_always

set clk_period 4.1
set clk_io_pct 0.2

create_clock -name clk0 -period $clk_period

set non_clock_inputs [all_inputs -no_clocks]
set_input_delay [expr $clk_period * $clk_io_pct] -clock clk0 $non_clock_inputs
set_output_delay [expr $clk_period * $clk_io_pct] -clock clk0 [all_outputs]
</file>
<file path="design/flow/design.v">
module alu_always(
    ctrl,
    x,
    y,
    carry,
    out 
);
input      [3:0]    ctrl;
input      [7:0]    x;
input      [7:0]    y;
output reg          carry;
output reg [7:0]    out;
always @(*) begin
    case(ctrl)
        4'b0000: out = x + y;
        4'b0001: out = x - y;
        4'b0010: out = x & y;
        4'b0011: out = x | y;
        4'b0100: out = ~x;
        4'b0101: out = x ^ y;
        4'b0110: out = ~(x | y);
        4'b0111: out = y << x[2:0];
        4'b1000: out = y >> x[2:0];
        4'b1001: out = {x[7], x[7:1]};
        4'b1010: out = {x[6:0], x[7]};
        4'b1011: out = {x[0], x[7:1]};
        4'b1100: out = (x == y) ? 8'b1 : 8'b0;
        4'b1101: out = 8'b0;
        4'b1110: out = 8'b0;
        4'b1111: out = 8'b0;
        default: out = 8'b0;
    endcase
end
always @(*) begin
    case(ctrl)
        4'b0000, 4'b0001: carry = ( {1'b0,x} + {1'b0,y} ) >> 8;
        default: carry = 1'b0;
    endcase
end
endmodule
</file>
<file path="design/flow/run.sh">
#!/bin/bash
# OpenROAD 26Q1-2900-gdf79404cd8, Yosys 0.63+post, stock flow scripts
make -C /OpenROAD-flow-scripts/flow DESIGN_CONFIG=/design/flow/config.mk WORK_HOME=/design/flow/orfs finish
</file>
==> results.yml <==
# flow metrics
status:
  run_status: "finished, final reports clean"
critical_path:
  crit_path_max_fanout: 6
  worstSetupEndpoint: "out[0]"
  critical_path.startpoint: "y[4]"
  worst_ep_required_time_ns: 3.28
  worst_ep_arrival_time_ns: 3.17
  worstSetupPathType: "in2out"
  end_kind: "output pin"
  critical_path.startpoint_type: "primary input"
place:
  dp_cells: 486
  numPortBuffers: 29
  gp_routability_congestion: 0.995
  dp_hpwl_um: 6510
power_and_ir_drop:
  ir_worst_vdd_uv: 28.9
  powerDensity_nw_per_um2: 120
  cellLeakagePower_nw: 1.30
detailed_routing:
  drt_wl_total_um: 8020
  firstDrtPassIters: 5
  detail_route.vias_per_cell: 5.06
  drt_drc_violations_left: 0
  routed_wire_length_per_instance_um: 16.3
  final_antenna_net_count: 0
  initialDrtViolationCount: 210
  antennaDiodeCount: 0
  dr_total_vias: 2494
job:
  openroad.warnings: 48
  maxCapViolCount: 0
synthesis:
  cell_count_after_synthesis: 283
  number_of_distinct_library_cells_after_synthesis: 54
  top_area_cell: "ha_1"
  synth.top_cells.by_count: "a21oi_1 (25), inv_1 (25), ha_1 (24)"
  yosysTopAreaCellShare_pct: 14.9
  synth-area-yosys_um2: 2020
  ys_seq_share_pct: 0
  synth.avg_cell_area_um2: 7.12
  ys.warnings.count: 1
  synth-cells-yosys: 283
  synth_area_um2: 2020
  synth.top_cells.by_area: "ha_1 (15%), mux4_2 (10%), a21oi_1 (6.2%), inv_1 (4.7%), nand2_1 (4.3%)"
floorplanning:
  core_util_floorplan_pct: 20.6
  width_of_the_die_um: 120
  placementRows: 36
  core_area_um2: 9770
  chipArea_um2: 14400
  die_y_um: 120
  pin_count: 29
finish:
  areaGrowthSynthToFinish_pct: 50.4
  area.sequential_um2: 0
  final_core_utilization_pct: 31.0
  n_sequential_cell: 0
  final_layout_size_suffix_gt1_share_pct: 30.6
  fin_cells: 493
  clock_buffers: 0
global_routing:
  number_of_global_route_vias_before_repair: 2368
  antenna_found_initial: 0
  grt_remaining_overflow: 0
  globalRouteTotalUtil_pct: 10.9
  grt_first_pass_wirelength_um: 12900
  maximum_number_of_pins_on_one_net_before_global_route_repair: 29
timing:
  grt_setup_unrepaired: "false"
  setup_total_negative_slack_ns: 0
  layout_min_cycle_time_ns: 3.99
  setup_violations: 0
  final-max-slew-violation-count: 0
  final_count_of_hold_timing_violations: 0
  maxClockFrequency_ghz: 0.250
  final.period_utilization_pct: 97.4
  max_slew_headroom_pct: 66.2
  transition_time_at_the_pin_with_the_least_slew_margin_ns: 0.506
clocking:
  cts-hold-fix-buffers: 0
min_path:
  hp-class: "in2out"
[critical path, stage by stage]
cell	delay (ns)
clkdlybuf4s50_1	0.56
inv_1	0.12
ha_4	0.28
buf_4	0.15
nor4_4	0.30
buf_4	0.16
a311oi_1	0.13
o211ai_1	0.15
clkdlybuf4s50_1	0.50
[through the flow]
step                worst slack (ns)  hold WS, ns  total power [mW]  instance area [um2]
global placement              -0.202         2.81             0.334                 2840
finish                         0.107         2.40             0.364                 3030
global route                  0.0208         2.47             0.399                 3030
floorplan                      0.549         1.81             0.180                 2020
detailed placement            -0.236         2.82             0.335                 2840
CTS                          0.00220         2.65             0.348                 2920
[power breakdown]
group	internal, mW	total [mW]	switching [mW]
sequential	0	0	0
combinational	0.186	0.364	0.177
clock	0	0	0
[cell families after synthesis]
logic type                 count (synthesis)  share of synthesized area, %
AOI/OAI and AO/OA                        100                          33.4
xor gates and xnor gates                   6                          2.61
adders and majority gates                 26                          16.9
buffers and inverters                     48                          10.9
muxes                                     18                          14.6
and+or+nand+nor                           85                          21.7
[what timing repair did]
item / 4_1_cts / 5_1_grt
gates resized: 26 / 20
cloned: 0 / 1
endpoints found under the setup margin: 9 / 6
pin swaps: 9 / 8
setup buffers: 1 / 5
[per-layer routing]
| layer | up-vias | routed length [um] | global-route usage [%] |
|---|---|---|---|
| met5 | - | 0 | 0 |
| met4 | 0 | 184 | 2.19 |
| met3 | 12 | 534 | 0.952 |
| li1 | 1220 | - | - |
| met2 | 105 | 3710 | 17.3 |
| met1 | 1157 | 3600 | 15.8 |
[area by class of cell]
type | instances | area (um2)
Multi-Input combinational cell | 235 | 1930
Tap cell | 133 | 166
Timing Repair Buffer | 99 | 838
Fill cell | 1030 | 6740
Inverter | 26 | 98.8
[worst min path at each step]
stage / start / to / slack (ns) / depth (start not counted)
global route: x[2] / out[2] / 2.47 / 4
CTS: ctrl[1] / carry / 2.65 / 4
finish: x[2] / out[2] / 2.40 / 4
[cells in the final DEF, fill, tap and decap left out, types with 5 or more instances in the layout]
cell / n
o211ai_1: 6
a22oi_1: 6
clkdlybuf4s50_1: 18
o21ai_0: 12
inv_1: 21
o22ai_1: 5
a21oi_1: 24
dlymetal6s2s_1: 5
nor3_1: 8
mux2i_1: 8
ha_1: 18
nor2_1: 20
mux4_2: 9
dlygate4sd2_1: 5
nand3_1: 7
nand2_1: 23
xnor2_1: 5
buf_4: 65
nor2b_1: 8
Power is estimated from default activity; no workload was simulated.
